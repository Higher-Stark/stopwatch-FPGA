[config.mk]
export PLATFORM = sky130hd
export DESIGN_NAME = count
export DESIGN_NICKNAME = count
export VERILOG_FILES = /design/flow/design.v
export SDC_FILE = /design/flow/constraint.sdc
export NUM_CORES = 4
export LEC_CHECK = 1
export CORE_UTILIZATION = 40
[constraint.sdc]
current_design count

set clk_period 3.9
set clk_io_pct 0.2

create_clock -name clk0 -period $clk_period [get_ports {clk}]

set non_clock_inputs [all_inputs -no_clocks]
set_input_delay [expr $clk_period * $clk_io_pct] -clock clk0 $non_clock_inputs
set_output_delay [expr $clk_period * $clk_io_pct] -clock clk0 [all_outputs]
[design.v]
`timescale 1 ns/ 1 ns
module count(clk, key_reset, key_start_pause, key_display, 
                    hex0, hex1, hex2, hex3, hex4, hex5, 
                    led0, led1, led2, led3                  );
input          clk, key_reset, key_start_pause, key_display;
output  [6:0]  hex0, hex1, hex2, hex3, hex4, hex5;
output         led0, led1, led2, led3;
wire [6:0]  hex0, hex1, hex2, hex3, hex4, hex5;
reg         led0, led1, led2, led3;
reg [31:0] cnt;
reg        pulse;
reg [3:0]  ms_counter_low, ms_counter_high, sec_counter_low, sec_counter_high, min_counter_low, min_counter_high;  
reg [3:0]  ms_display_low, ms_display_high, sec_display_low, sec_display_high, min_display_low, min_display_high;  
reg     working;
reg     counting;
reg     display;
wire     reset_set;
wire     start_set;
wire     display_set;
parameter   COUNTS=500000, DELAY=10000000;
sevenseg    led8_ms_display_low(.data(ms_display_low), .show(hex0));
sevenseg    led8_ms_display_high(.data(ms_display_high), .show(hex1));
sevenseg    led8_sec_display_low(.data(sec_display_low), .show(hex2));
sevenseg    led8_sec_display_high(.data(sec_display_high), .show(hex3));
sevenseg    led8_min_display_low(.data(min_display_low), .show(hex4));
sevenseg    led8_min_display_high(.data(min_display_high), .show(hex5));
debounce    rst(.clk(clk), .button(key_reset), .pressed(reset_set));
debounce    stt(.clk(clk), .button(key_start_pause), .pressed(start_set));
debounce    dsp(.clk(clk), .button(key_display), .pressed(display_set));
initial
begin
  cnt = 32'd0;
  pulse = 1'd0;
  ms_counter_low = 4'd0;
  ms_counter_high = 4'd0;
  sec_counter_low = 4'd0;
  sec_counter_high = 4'd0;
  min_counter_low = 4'd0;
  min_counter_high = 4'd0;
  working = 1'b0;
  counting = 1'b0;
  display = 1'b0;
end
always @ (posedge clk)
begin
  if (reset_set) 
  cnt = 32'd0;
  else 
  begin
    if (working & counting)
	 begin
		cnt = (cnt == COUNTS) ? 32'd0 : cnt + 1;
	 end
    else 
    begin
      cnt = cnt;
    end
  end
end
always @ (posedge clk)
begin
  if (reset_set)
  working = 1'b0;
  else if (start_set)
  working = 1'b1;
  else
  working = working;
  led0 = working;
end
always @ (posedge clk)
begin
  if (reset_set)
  counting = 1'b0;
  else if (start_set)
  counting = ~counting;
  else
  counting = counting;
  led1 = counting;
end
always @ (posedge clk)
begin
  if (reset_set)
  display = 1'b0;
  else if (display_set)
  display = ~display;
  else 
  display = display;
  led2 = display;
end
always @ (posedge clk)
begin
    if (cnt == COUNTS) pulse = 1'b1;
    else pulse = 1'b0;
end
always @ (posedge clk)
begin
  if (reset_set) ms_counter_low = 4'd0;
  else 
  begin
    if (ms_counter_low == 4'd10)
    ms_counter_low = 4'd0;
    else 
    ms_counter_low = ms_counter_low;
    if (pulse) 
    ms_counter_low = ms_counter_low + 4'd1;
    else 
    ms_counter_low = ms_counter_low;
  end
end
always @ (posedge clk)
begin
  if (reset_set) ms_counter_high = 4'd0;
  else 
  begin
    if (ms_counter_high == 4'd10)
    ms_counter_high = 4'd0;
    else 
    ms_counter_high = ms_counter_high;
    if (ms_counter_low == 4'd10)
    ms_counter_high = ms_counter_high + 4'd1;
    else
    ms_counter_high = ms_counter_high;
  end
end
always @ (posedge clk)
begin
  if (reset_set) sec_counter_low = 4'd0;
  else 
  begin
    if (sec_counter_low == 4'd10)
    sec_counter_low = 4'd0;
    else 
    sec_counter_low = sec_counter_low;
    if (ms_counter_high == 4'd10) 
    sec_counter_low = sec_counter_low + 4'd1;
    else 
    sec_counter_low = sec_counter_low;
  end
end
always @ (posedge clk)
begin
  if (reset_set) sec_counter_high = 4'd0;
  else 
  begin
    if (sec_counter_high == 4'd6)
    sec_counter_high = 4'd0;
    else 
    sec_counter_high = sec_counter_high;
    if (sec_counter_low == 4'd10)
    sec_counter_high = sec_counter_high + 4'd1;
    else
    sec_counter_high = sec_counter_high;
  end
end
always @ (posedge clk)
begin
  if (reset_set) min_counter_low = 4'd0;
  else 
  begin
    if (min_counter_low == 4'd10)
    min_counter_low = 4'd0;
    else 
    min_counter_low = min_counter_low;
    if (sec_counter_high == 4'd6) 
    min_counter_low = min_counter_low + 4'd1;
    else 
    min_counter_low = min_counter_low;
  end
end
always @ (posedge clk)
begin
  if (reset_set) min_counter_high = 4'd0;
  else 
  begin
    if (min_counter_high == 4'd6)
    min_counter_high = 4'd0;
    else 
    min_counter_high = min_counter_high;
    if (min_counter_low == 4'd10)
    min_counter_high = min_counter_high + 4'd1;
    else
    min_counter_high = min_counter_high;
  end
end
always @ (posedge clk)
begin
  if (~display) 
  begin
    ms_display_low = (ms_counter_low == 4'd10) ? 4'd0 : ms_counter_low;
    ms_display_high = (ms_counter_high == 4'd10) ? 4'd0 : ms_counter_high;
    sec_display_low = (sec_counter_low == 4'd10) ? 4'd0 : sec_counter_low;
    sec_display_high = (sec_counter_high == 4'd6) ? 4'd0 : sec_counter_high;
    min_display_low = (min_counter_low == 4'd10) ? 4'd0 : min_counter_low;
    min_display_high = (min_counter_high == 4'd6) ? 4'd0 : min_counter_high;
  end
end
endmodule
module debounce(clk, button, pressed);
input   clk, button;
output  pressed;
reg         pressed;
reg [31:0]  last;
parameter   DELAY=10000000;
always @ (posedge clk)
begin
  if (button)
  last = 32'd0;
  else 
  last = (last == DELAY) ? 32'd0 : last + 32'd1;
end
always @ (posedge clk)
begin
    if (button | last != DELAY)
    pressed = 1'b0;
    else 
    pressed = 1'b1;
end
endmodule
module sevenseg(data, show);
input   [3:0]  data;
output  [6:0]  show;
reg     [6:0]  show;
always @ (*)
begin
  case (data)
  4'd0: show = 7'b100_0000;
  4'd1: show = 7'b111_1001;
  4'd2: show = 7'b010_0100;
  4'd3: show = 7'b011_0000;
  4'd4: show = 7'b001_1001;
  4'd5: show = 7'b001_0010;
  4'd6: show = 7'b000_0010;
  4'd7: show = 7'b111_1000;
  4'd8: show = 7'b000_0000;
  4'd9: show = 7'b001_0000;
  default: show = 7'b111_1111;
  endcase
end
endmodule
[run.sh]
#!/bin/bash
# OpenROAD 26Q1-2900-gdf79404cd8, Yosys 0.63+post, stock flow scripts
make -C /OpenROAD-flow-scripts/flow DESIGN_CONFIG=/design/flow/config.mk WORK_HOME=/design/flow/orfs finish
==> run_results.csv <==
group,metric,value,unit
clock_tree,clockBufferDepth,3,
logic_synthesis,ys_sh_mux,1.81,%
placement,hpwl,11900,um
hold_path,hold_class,"register to register",
floorplanning,die_x,162,um
global_route,grt.busiest_layer,"met1",
drt,initialDrtViolationCount,383,
logic_synthesis,synth_cell_types,67,
hold_path,worstHoldStart,"sec_counter_high[3]",
setup_path,cp-start-kind,"register",
drt,wl_per_cell,12.1,um
setup_path,critPathCaptureType,"register",
clock_tree,cts_resized,0,
pwr,p_leak,4.27,nW
floorplanning,io_pins,50,
flow_run,warnings,29,
global_route,overflow,0,
final_timing,skew,10.7,ps
clock_tree,cts_buffers,26,
drt,n_antenna_cell,0,
clock_tree,tritoncts,"done",
final_timing,worst_slack,1320,ps
global_route,grt_pass1_wl,31500,um
final_timing,hold_slack,460,ps
logic_synthesis,post-synth-top-count-cell,"dfxtp_1",
logic_synthesis,async_flop_share,0,%
pwr,p_per_area,584,nW/um^2
placement,io_buffers,48,
logic_synthesis,top_cells_by_count,"204 x dfxtp_1, 201 x nor2_1, 80 x xnor2_1, 75 x nand2_1",
global_route,gr-usage-met2,22.4,%
drt,ant_nets,0,
logic_synthesis,synthFlopType,"dfxtp_1",
clock_tree,htree_levels,1,
final_timing,finalCriticalPeriod,2580,ps
floorplanning,dieArea,26200,um^2
final_timing,min_period_over_period,66.3,%
logic_synthesis,xor_share,11.3,%
clock_tree,path_clk_slew,60,ps
global_route,grt_max_degree,36,
global_route,met1_usage,22.6,%
logic_synthesis,synth.largest_area_cell,"dfxtp_1",
placement,place_area,10900,um^2
final_timing,slew_headroom,40.0,%
setup_path,arrival,2990,ps
setup_path,r2r-start,"rst.last[0]",
pwr,ir_drop,0.000400,V
logic_synthesis,ys_sh_aoi,6.40,%
clock_tree,clk_latency,520,ps
logic_synthesis,ys_chip_area,10200,um^2
logic_synthesis,syn_area_per_cell,9.02,um^2
logic_synthesis,ys_seq_share,47.1,%
run_status,status,"finished, final reports clean",
clock_tree,cts.sinks,228,
placement,gp_congestion,0.790,
clock_tree,post-cts-setup-buffer-count,0,
flow_run,maxCapViolCount,0,
logic_synthesis,adder_share,1.84,%
global_route,grt_pass1_vias,6756,
setup_path,critPathRequiredTime,4300,ps
clock_tree,postCtsHoldBufs,0,
final_timing,clock.fmax,0.387,GHz
logic_synthesis,ys_warn_count,4,
clock_tree,root_buffer,"clkbuf_16",
drt,drt-total-wl,18200,um
cells_and_area,fin_area,11800,um^2
drt,vias,7409,
setup_path,critPathMaxFanout,17,
logic_synthesis,ys.flops,228,
logic_synthesis,ys_sh_simple,27.0,%
floorplanning,fp_util,40.7,%
drt,dr.pass1.iters,4,
logic_synthesis,edf_count,24,
global_route,use_met3,2.14,%
final_timing,setup_viol_count_final,0,
floorplanning,core-area,25100,um^2
global_route,grt_use_total,14.6,%
logic_synthesis,top_cells_by_area,"dfxtp_1 40%, nor2_1 7.4%, edfxtp_1 7.1%",
cells_and_area,drive_gt1_share,7.72,%
logic_synthesis,netlist_logic_family_top,"simple AND/OR/NAND/NOR gates",
logic_synthesis,syn_inst,1132,
floorplanning,rows,58,
logic_synthesis,syn_area,10200,um^2
placement,place_ws,1280,ps
final_timing,tns,0,ps
cells_and_area,area_growth,15.4,%
drt,drc,0,
final_timing,rsz0062_at_grt,"no",
logic_synthesis,ys_cells,1132,
setup_path,cp-startpoint,"rst.last[0]",
drt,viasPerCell,4.91,
setup_path,critPathKind,"register to register",
global_route,grt_antenna_before_repair,0,
logic_synthesis,post-synth-top-area-fraction,40.0,%
final_timing,hold_viol_final,0,
final_timing,tightestPinTransition,888,ps
final_timing,slew_viol_final,0,
floorplanning,die_y,162,um
-- critical path, stage by stage (launching register included) --
cell and delay (ps):
dfxtp_1 350, inv_1 70, ha_1 140, nor4b_1 260, nand2_1 90, or4_1 470
o31ai_4 680, buf_4 340, nor2_1 70
-- report_power, final --
| part | internal, mW | total (mW) | switching, mW | leakage (nW) |
|---|---|---|---|---|
| clock | 1.56 | 2.48 | 0.923 | 0.442 |
| sequential | 2.82 | 3.07 | 0.245 | 1.94 |
| combinational | 0.731 | 1.33 | 0.599 | 1.89 |
| total | 5.11 | 6.88 | 1.77 | 4.27 |
-- sequential cells by signal, summed over array words and instances, names as in the netlist, 4 cells and up --
| signal | cells |
|---|---|
| cnt | 32 |
| dsp.last | 32 |
| rst.last | 32 |
| stt.last | 32 |
| hex0 | 7 |
| hex1 | 7 |
| hex2 | 7 |
| hex3 | 7 |
| hex4 | 7 |
| hex5 | 7 |
| min_counter_high | 4 |
| min_counter_low | 4 |
| min_display_high | 4 |
| min_display_low | 4 |
| ms_counter_high | 4 |
| ms_counter_low | 4 |
| ms_display_high | 4 |
| ms_display_low | 4 |
| sec_counter_high | 4 |
| sec_counter_low | 4 |
| sec_display_high | 4 |
| sec_display_low | 4 |
-- cells by family after synthesis --
family                   Yosys count
AND-OR/OR-AND                    103
XOR/XNOR                         132
adder cells (fa/ha/maj)           15
buffers and inverters            109
flip-flops                       228
multiplexers                      18
other                              1
AND/OR/NAND/NOR                  526
-- per-stage QoR --
| step | power (mW) | instances | util [%] |
|---|---|---|---|
| after floorplan | 3.94 | 1132 | - |
| after global placement | 4.43 | 1460 | 43.4 |
| after detailed placement | 4.45 | 1460 | 43.4 |
| after CTS | 6.97 | 1508 | 46.9 |
| after global routing | 7.30 | 1508 | 46.9 |
| final | 6.88 | 1508 | 46.9 |
-- path summary, 6_finish.rpt --
check                              to  depth (start not counted)  slack (ps)
setup / recovery          rst.last[5]                          8        1320
hold / removal    sec_display_high[3]                          0         460
setup reg to reg          rst.last[5]                          8        1320
hold reg to reg   sec_display_high[3]                          0         460
-- layout by cell type, fill, tap and decap left out, types with 4 or more instances in the layout --
master           instances
nand4_1                 29
and2_1                  13
buf_4                    7
and4_1                  14
xnor2_1                 80
nor2_1                 201
mux2i_1                 14
nor3_1                  34
clkbuf_1                 7
and3_1                   9
nor4_1                  28
or2_2                    4
inv_1                   52
a21oi_1                 37
nor2b_1                 10
nand3_1                 48
dfxtp_1                204
clkinv_2                 6
a211oi_1                 5
or4_1                    6
nand2_1                 75
nor2_2                   6
clkbuf_16               28
clkdlybuf4s50_1         48
edfxtp_1                24
o21ai_0                 26
mux2_2                   4
a21boi_1                 5
ha_1                    15
xor2_1                  52
nor4b_1                 13
nand4_2                  4
a21boi_0                 5
-- routing by layer --
| layer | vias up | share of wire (%) |
|---|---|---|
| li1 | 3912 | - |
| met1 | 3357 | 51 |
| met2 | 110 | 43 |
| met3 | 30 | 3.9 |
| met4 | 0 | 2.0 |
| met5 | - | 0 |
-- final cells by class --
type / instances / area [um^2]
clock buffer: 38 / 768
clock inverter: 10 / 124
fill: 2321 / 13300
inverter: 52 / 195
multi-input combinational: 795 / 4940
sequential: 228 / 4800
tap: 330 / 413
timing repair buffer: 55 / 533
Power and IR drop assume default switching activity.
